==> flow/run.sh <==
#!/bin/bash
# OpenROAD 26Q1-2900-gdf79404cd8, Yosys 0.63+post, stock flow scripts
make -C /OpenROAD-flow-scripts/flow DESIGN_CONFIG=/design/flow/config.mk WORK_HOME=/design/flow/orfs finish
==> flow/config.mk <==
export PLATFORM = sky130hd
export DESIGN_NAME = alu
export DESIGN_NICKNAME = alu
export VERILOG_FILES = /design/flow/design.v
export SDC_FILE = /design/flow/constraint.sdc
export NUM_CORES = 4
export LEC_CHECK = 1
export CORE_UTILIZATION = 40
==> flow/constraint.sdc <==
current_design alu

set clk_period 323.8
set clk_io_pct 0.2

create_clock -name clk0 -period $clk_period

set non_clock_inputs [all_inputs -no_clocks]
set_input_delay [expr $clk_period * $clk_io_pct] -clock clk0 $non_clock_inputs
set_output_delay [expr $clk_period * $clk_io_pct] -clock clk0 [all_outputs]
==> flow/design.v <==
module alu(
            input [31:0] input1,
            input [31:0] input2,
            input [2:0] select,
            output reg [31:0] output1,
            output reg bgt,
            output reg beq,
            output reg bne
      );
      always @(*)
      begin
            if (select == 0)
                  output1 = 0;
            else if (select == 1)
                  output1 = input1 & input2;
            else if (select == 2)
                  output1 = input1 | input2;
            else if (select == 3)
                  output1 = input1 ^ input2;
            else if (select == 4)
                  output1 = input1 + input2;
            else if (select == 5)
                  output1 = input1 - input2;
            else if (select == 6)  
                  output1 = input1 * input2;
            else if (select == 7)
                  output1 = input1 / input2;
            if (input1 > input2)
                   bgt = 0;
            else 
                   bgt = 1'b0;
            if (input1 == input2)
            begin
                   beq = 1'b1;
                   bne = 1'b0;
            end
            else 
            begin 
                   bne = 1'b1;
                   beq = 1'b0;
            end
      end
endmodule
==> results.txt <==
Physical implementation.

- The run finished with clean final reports.
- Internal power comes to around 210 uW.
- According to the Yosys statistics, the synthesized design has a chip area of approximately 50,000 um2.
- For this design the total switching power over the nets is between 300 and 400 uW.
- The logic area is about 46,000 um2.
- The data required time reported for the critical path is 259.04 ns.
- The number of placed instances, taps included, is roughly 8,600.
- The total core area is about 120,000 um2.
- The area growth from synthesis to layout is 6.34%.
- Looking at area per cell type in the netlist, the leader is ha_1.
- In the final report, the number of endpoints failing setup comes to 0.
- Per the detail_route report, vias per standard cell equal roughly 6.0.
- Setup repair after global routing left no endpoint under its margin.
- The full die area is between 100,000 and 150,000 um2.
- During I/O placement, the number of pins put on the boundary was a little over 100.
- The total length of routed met2 wires is 93,700 um.
- The wire length the detailed router placed on met1 is slightly below 100,000 um.
- The sort of element at the end of the critical path is an output pin.
- The leakage component of the power was reported as around 26 nW.
- The highest supply drop recorded on VDD is a little over 0.07 mV.
- The total wirelength of the detailed-routed design is 226,000 um.
- The worst path in the final design needs a cycle of 221.34 ns, including I/O delays and setup.
- The DRC violation count after routing is 0.
- The number of routed nets with antenna violations is 0.
- The cell with the largest stage delay on the worst path is nor3_1.
- The count of vias placed by the detailed router is slightly above 50,000.
- In this run, the number of DRC markers left after iteration 0 of detailed routing was 4,151.
- At the end of routability-driven placement, the weighted congestion stood at roughly 1.1.
- The mean instance size in the synthesized netlist is about 7.2 um2.
- The number of register pins that no clock reaches is 32.
- The standard-cell row count is 129.
- The number of hold-slack violations in the final timing report is 0.
- For this run, the number of Yosys warnings is 1.
- The portion of the clock cycle consumed by the worst path in the final layout is between 60% and 70%.
- The final-layout setup total negative slack is 0 ns.
- The top achievable clock speed is 4.52 MHz.
- The path class of the tightest hold or removal check is primary input to output pin.
- The routed length per placed instance is 26.3 um.
- The arrival time of data at the worst endpoint is listed as between 150 and 200 ns.
- The main area contributors are ha_1 (19%), fa_1 (16%), nand2_1 (6.8%), inv_1 (5.3%), nor2_1 (5.2%).
- The category of the critical setup timing path is primary input to output pin.
- The overflow left after global routing is 0.
- The register with the most flip-flops in the layout has 32 of them.
- The total standard cell area after synthesis is 49,800 um2.
- The core occupancy in the finished layout is around 43%.
- The fraction of final layout cells with drive strength greater than 1 is around 5.2%.
- The largest net degree at the start of global routing is roughly 63.
- The number of distinct library cells after synthesis is approximately 110.
- Warnings raised by the tools during the run amount to approximately 100.
- The number of antenna violations at the first check in global routing is 16.
- The most used cell along the critical path is ha_1.
- The total global-route track usage is between 30% and 40%.
- The yosys cell count is approximately 7,000.
- In this run the tool buffered the top-level ports with 101 buffer cells.
- Total power for the finished layout comes to a little over 600 uW.
- On the worst path, the slowest cell contributes a delay of 0.86 ns.
- The power density over the cells is around 11 nW/um2.
- The slew of the pin with the lowest slew margin is a little over 1 ns.
- In the detailed route, the total length drawn on met3 is 24,700 um.
- The number of gates given a new drive strength after cts is 0.
- The worst relative slew slack is approximately a third.
- The first global-routing pass estimated ~330,000 um of wire.
- The largest fanout of any net on the critical path is 43.
- The sum of net half-perimeters after detailed placement is about 180,000 um.
- Measured along the x axis, the die boundary spans around 350 um.
- The layout filler cell count is around 13,000.
- The number of cells produced by synthesis is between 6,000 and 7,000.
- Measured along the y axis, the die boundary spans about 350 um.
- After clock tree synthesis, the setup repair step added 0 buffers.
- The fraction of power spent switching nets is 65.5%.
- The first-pass iteration count of the detailed router is 6.
- The final-report max-slew violation count is 0.
- In the synthesized netlist the async set-or-reset flop fraction comes to 0%.
- The number of global-route vias before repair is ~49,000.
- In this run, synthesis produced a sequential element count of 32.
- In the synthesized netlist the dominant register cell turns out to be dlxtn_1.
- After synthesis, the largest area contributor takes up roughly a fifth of total cell area.
- The floorplan utilization is 40.3%.
- The count of endpoints without a timing constraint is 32.
- Across the whole layout, storage elements account for 480 um2.
- In this run the maximum-capacitance check reported violations numbering 0.
- The highest metal layer used by the detailed router is met5.
- The non-filler instance count after layout is 8,594.
- The number of hold buffers added after CTS is 0.
- STA classifies the critical path startpoint as a primary input.
- The number of flops mapped to enable cells by yosys is 0.
[worst max-delay path: cells and delay by family]
family	cells	cell delay, ns
AOI/OAI and AO/OA	157	49.80
and+or+nand+nor	79	20.56
adders and majority gates	31	10.67
buffers and inverters	20	5.95
muxes	9	4.05
latches	1	0.39
[synth_stat cells, types with 67 or more instances]
cell	count
a21oi_1	502
mux2_2	74
nor3_1	166
nor2_1	685
a21o_1	185
inv_1	702
nand3_1	145
clkbuf_1	232
fa_1	410
o21a_1	132
o21ai_0	322
ha_1	750
a31oi_1	67
nor2b_1	72
nand2_1	900
xnor2_1	267
xor2_1	182
[cells by family after synthesis]
logic type / Yosys count / share of synthesized area (%)
muxes: 121 / 2.63
xor gates and xnor gates: 449 / 7.89
AOI/OAI and AO/OA: 1818 / 24.0
other: 1 / 0.00753
and+or+nand+nor: 2389 / 21.7
latches: 32 / 0.964
adders and majority gates: 1160 / 35.3
buffers and inverters: 998 / 7.58
[layout by cell type (no fill, tap or decap), types with 32 or more instances in the layout]
master and count:
fa_1 410, o31ai_1 43, o21ai_0 319, o211ai_1 66
a31oi_1 66, o21bai_1 54, and3_1 50, buf_4 142
conb_1 33, xor2_1 182, a211oi_1 59, clkdlybuf4s50_1 96
a21oi_1 501, nand2b_1 51, nand2_1 900, dlxtn_1 32
nor3_1 165, nand3_1 145, xnor2_1 267, or3_1 66
o21a_1 132, nand4_1 52, a221oi_1 37, and2_1 44
o22ai_1 32, mux2i_1 44, nor2_1 683, or2_2 36
nor4_1 37, nor2b_1 72, inv_1 689, a21o_1 185
mux2_2 74, ha_1 750
[power groups by stage]
stage    combinational [mW]  sequential (mW)      clock (mW)
5_1_grt               0.659          0.00248  0.000000000421
4_1_cts               0.598          0.00239               0
[final timing paths]
check | from | endpoint | slack, ns | cells past startpoint
setup / recovery | input2[30] | output1[0] | 102.46 | 297
hold / removal | input2[14] | beq | 131.52 | 8
[per-stage QoR]
stage          hold WS [ns]  setup slack [ns]  cell area, um2
2_1_floorplan        130.02            124.58           50000
3_3_place_gp         131.41            104.07           53000
3_5_place_dp         131.41            104.83           53000
4_1_cts              131.42            104.41           53000
5_1_grt              131.57             97.73           53000
6_report             131.52            102.46           53000
[layer usage]
layer / GRT usage (%) / vias up
met5: 0 / -
met4: 11.7 / 14
met3: 11.0 / 410
met2: 52.7 / 2245
met1: 52.5 / 24709
li1: - / 24232
[area by class of cell]
class,instances,share of cell area [%]
inverters,707,5.01
well taps,1637,3.87
flip-flops and latches,32,0.907
diodes,6,0.0283
multi-input cells,5970,86.3
repair buffers,242,3.86
No activity file was given, so power comes from the tool's default toggle rates.
